===== design.v =====
`timescale 1ns / 1ps
module FullAdder #(parameter N=32)(
    input [N-1:0] a, b, 
    input addsub, c_in,
    output [N-1:0]sum,
    output  c_out
);
wire [N-1:0]bcomp;
assign bcomp= (addsub==0)? b:(~b + 1'b1);
assign {c_out,sum}= a+bcomp+c_in;
endmodule
`timescale 1ns / 1ps
module N_Bit_ALU #(parameter N=32)(input [N-1:0] a, b, input [3:0] sel, output zf, output reg [N-1:0] alu_out );
wire [N-1:0]add_out,sub_out;
    FullAdder #(N)fa1(.a(a),.b(b),.c_in(0),.c_out(c_out),.sum(add_out),.addsub(0));
    FullAdder #(N)fa2(.a(a),.b(b),.c_in(0),.c_out(c_out),.sum(sub_out),.addsub(1));
always @ (*) begin
    case (sel)
        4'b0010:     alu_out=add_out; 
        4'b0110:     alu_out=sub_out; 
        4'b0000:      alu_out= a & b;
        4'b0001:    alu_out= a | b;
        default:        alu_out = 0;
    endcase
end
    assign zf=(alu_out==0)?1:0;
endmodule

===== run.sh =====
#!/bin/bash
# OpenROAD 26Q1-2900-gdf79404cd8, Yosys 0.63+post, stock flow scripts
make -C /OpenROAD-flow-scripts/flow DESIGN_CONFIG=/design/flow/config.mk WORK_HOME=/design/flow/orfs finish

===== config.mk =====
export PLATFORM = sky130hd
export DESIGN_NAME = N_Bit_ALU
export DESIGN_NICKNAME = N_Bit_ALU
export VERILOG_FILES = /design/flow/design.v
export SDC_FILE = /design/flow/constraint.sdc
export NUM_CORES = 4
export LEC_CHECK = 1
export CORE_UTILIZATION = 30

===== constraint.sdc =====
current_design N_Bit_ALU

set clk_period 24.1
set clk_io_pct 0.2

create_clock -name clk0 -period $clk_period

set non_clock_inputs [all_inputs -no_clocks]
set_input_delay [expr $clk_period * $clk_io_pct] -clock clk0 $non_clock_inputs
set_output_delay [expr $clk_period * $clk_io_pct] -clock clk0 [all_outputs]

==> qor.yml <==
outcome: "finished, final reports clean"
synth_chip_area_mm2: 0.00580
placedCellCount: 1196
setup_violations: 0
hold_start: "sel[3]"
first_pass_iters: 6
hold_ws_ps: 10740
worst_path_max_delay_cell: "or4_4"
syn2layout_area_growth_pct: 21.3
cp.required_ps: 19280
antenna_found_initial: 0
path_buffers: 2
arrival_ps: 10580
seq_power_share_pct: 0
numPortBuffers: 101
initCoreUtil_pct: 30.8
dp_hpwl_um: 17200
die_w_um: 141
postRouteWirelength_um: 20500
postCtsSetupRepairBufs: 0
ant_nets: 0
fin_crit_sh_pct: 63.9
drt_iter0_drc: 383
synth_area_mm2: 0.00580
tool_warnings: 73
grt_overflow: 0
die_y_um: 141
p_comb_share_pct: 100.0
cpMostUsedCell: "nand2_1"
hold_class: "primary input to primary output"
utilization_pct: 37.3
total_power_mw: 0.158
yosys_warnings: 7
crit_fanout: 5
grt_max_degree: 62
pre_cts_ws_ps: 8730
setup_ws_ps: 8700
grt_pass1_vias: 6051
rsz0062_at_grt: "false"
fillers: 2006
ys_cells: 866
irDropWorstVdd_v: 0.0000132
ios: 101
slowest_delay_ps: 600
cpLargestDelayFamily: "simple AND/OR/NAND/NOR gates"
grt_pass1_wl_um: 32500
leakagePower_nw: 2.96
diodes: 0
syn-mean-instance-area_um2: 6.69
fin_area_mm2: 0.00703
wl_per_cell_um: 17.1
final.setup.tns_ps: 0
tightest_slew_ps: 791
max_slew_margin_pct: 46.9
place_area_mm2: 0.00703
fin_cells: 1196
logic_area_mm2: 0.00536
vias: 6530
p_int_mw: 0.0681
holdBufCountCts: 0
synth_cell_type_count: 74
crit_path_end_kind: "primary output"
regArea_um2: 0
switchingPower_mw: 0.0899
switching_share_pct: 56.9
core_area_mm2: 0.0188
rows: 50
max_freq_mhz: 64.9
track_usage_pct: 20.7
hold_viol_final: 0
viasPerCell: 5.46
route.detailed.drc: 0
n_clock_buffer: 0
ff_count: 0
power_density_mw_per_mm2: 22.5
cts_resized: 0
clkPwrFrac_pct: 0
holdPathStages: 3
ys_seq_share_pct: 0
start_kind: "primary input"
drive_above_1_share_pct: 2.67
path_cells: "clkdlybuf4s50_1, or4_4, nor4_4, nand2_1, or4_1, nor2b_1, nand2_1, nor4_1, xnor2_1, ha_1, nand2_1, nor2_1, o211ai_1, o211a_1, a311oi_1, o22ai_1, nor4_1, or4b_1, nor4_2, clkdlybuf4s50_1"
syn-instance-count: 866
maxCapViolCount: 0
min_to: "alu_out[1]"
dieArea_mm2: 0.0199
post-route-min-period_ps: 15400
crit_type: "primary input to primary output"
gp_congestion: 0.949
drv_slew: 0
power groups by stage:
stage	Combinational, mW	Clock, mW	Sequential (mW)
4_1_cts	0.157	0	0
5_1_grt	0.174	0	0
6_report	0.158	0	0
cells in the mapped netlist, types with 3 or more instances:
library cell	instances	share of area, %
ha_1	104	22
o2111ai_1	4	0.60
mux2i_1	10	1.7
a2111oi_0	5	0.76
or3_1	4	0.43
nor2_1	72	4.7
a211o_1	4	0.60
a211oi_1	15	1.9
nand3b_1	5	0.65
o21a_1	12	1.6
nor3_1	29	2.5
nand3_1	22	1.9
o211ai_1	15	1.9
nor2b_1	7	0.76
o22ai_1	6	0.65
o221ai_1	12	1.8
inv_1	77	5.0
nor4_1	10	1.1
o21ai_0	54	4.7
or2_2	4	0.43
a21o_1	19	2.5
a21oi_1	81	7.0
buf_1	5	0.32
a31oi_1	6	0.65
nand2_1	73	4.7
and3_1	8	0.86
a221o_1	7	1.2
nand4_1	22	2.4
o31ai_1	3	0.39
nand2b_1	7	0.76
clkbuf_1	31	2.0
xnor2_1	54	8.2
and4_1	3	0.45
xor2_1	20	3.0
how the worst max path moves through the flow:
| stage | from | depth (start not counted) | end |
|---|---|---|---|
| 4_1_cts | b[5] | 22 | zf |
| 5_1_grt | b[5] | 19 | zf |
| 6_report | b[5] | 20 | zf |
layer usage:
| layer | track usage [%] | vias up | routed length, µm |
|---|---|---|---|
| met2 | 33.6 | 227 | 9150 |
| li1 | - | 3317 | - |
| met3 | 1.07 | 30 | 1260 |
| met5 | 0 | - | 0 |
| met1 | 30.1 | 2956 | 9540 |
| met4 | 4.69 | 0 | 516 |
cells in the final DEF (no fill, tap or decap), types with 3 or more instances in the layout:
| master | instances |
|---|---|
| ha_1 | 104 |
| clkdlybuf4s50_1 | 100 |
| a21oi_1 | 81 |
| inv_1 | 77 |
| nand2_1 | 73 |
| nor2_1 | 72 |
| xnor2_1 | 54 |
| o21ai_0 | 54 |
| nor3_1 | 29 |
| nand4_1 | 22 |
| nand3_1 | 22 |
| xor2_1 | 20 |
| a21o_1 | 19 |
| o211ai_1 | 15 |
| a211oi_1 | 15 |
| o21a_1 | 12 |
| o221ai_1 | 12 |
| nor4_1 | 10 |
| mux2i_1 | 10 |
| and3_1 | 8 |
| nand2b_1 | 7 |
| nor2b_1 | 7 |
| a221o_1 | 7 |
| buf_4 | 7 |
| a31oi_1 | 6 |
| o22ai_1 | 6 |
| nand3b_1 | 5 |
| a2111oi_0 | 5 |
| or3_1 | 4 |
| or2_2 | 4 |
| o2111ai_1 | 4 |
| a211o_1 | 4 |
| and4_1 | 3 |
| o31ai_1 | 3 |
kinds of logic (layout without fill, tap and decap cells):
| logic type | Yosys count | after routing | synth area share (%) |
|---|---|---|---|
| muxes | 11 | 11 | 1.92 |
| AOI/OAI and AO/OA | 274 | 274 | 31.2 |
| buffers and inverters | 115 | 185 | 7.60 |
| and+or+nand+nor | 286 | 286 | 24.9 |
| adders and majority gates | 106 | 106 | 23.1 |
| xor gates and xnor gates | 74 | 74 | 11.2 |
layout make-up:
class | count | area share (%)
inverter | 77 | 4.11
timing repair buffer | 108 | 15.1
multi-input combinational | 751 | 76.2
tap | 260 | 4.63
No activity file was given, so power comes from the tool's default toggle rates.
