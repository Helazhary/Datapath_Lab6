$ cat flow/run.sh
#!/bin/bash
# OpenROAD 26Q1-2900-gdf79404cd8, Yosys 0.63+post, stock flow scripts
make -C /OpenROAD-flow-scripts/flow DESIGN_CONFIG=/design/flow/config.mk WORK_HOME=/design/flow/orfs finish
$ cat flow/config.mk
export PLATFORM = sky130hd
export DESIGN_NAME = NBitReg
export DESIGN_NICKNAME = NBitReg
export VERILOG_FILES = /design/flow/design.v
export SDC_FILE = /design/flow/constraint.sdc
export NUM_CORES = 4
export LEC_CHECK = 1
export CORE_AREA = 10 10 70 70
export DIE_AREA = 0 0 80 80
$ cat flow/constraint.sdc
current_design NBitReg

set clk_period 1.5
set clk_io_pct 0.2

create_clock -name clk0 -period $clk_period [get_ports {clk}]

set non_clock_inputs [all_inputs -no_clocks]
set_input_delay [expr $clk_period * $clk_io_pct] -clock clk0 $non_clock_inputs
set_output_delay [expr $clk_period * $clk_io_pct] -clock clk0 [all_outputs]
$ cat flow/design.v
`timescale 1ns / 1ps
module DFlipFlop(input clk, input rst, input D, output reg Q);
    always @ (posedge clk or posedge rst)
    if (rst) begin
        Q <= 1'b0;
    end else
        begin
            Q <= D;
        end
endmodule
`timescale 1ns / 1ps
module Mux2x1(input a,b,s, output c);
assign c = s ? a : b;
endmodule
`timescale 1ns / 1ps
module NBitReg #(parameter N=8)(input Load,clk,rst,input [N:0]D, output [N:0]Q);
    genvar i;
    wire [N:0] Temp;
    generate 
        for(i=0; i<=N; i= i+1)
            begin
                DFlipFlop dff(.clk(clk),.rst(rst),.D(Temp[i]),.Q(Q[i]));
                Mux2x1 mux(.a(D[i]), .b(Q[i]), .c(Temp[i]), .s(Load));
            end
  endgenerate 
endmodule
==> ci_impl_report.md <==
### Yosys + OpenROAD results

| Metric | Value |
|---|---|
| Worst setup margin | 108 ps |
| Final Wtd Congestion | 0.641 |
| Slowest CP cell | clkdlybuf4s50_1 |
| Worst-Margin Slew | 359 ps |
| 1st-pass router iterations | 2 |
| Critical path data arrival time | 1090 ps |
| Number of flip-flops under the largest register name | 9 |
| Seq/Total Area, Yosys | 50.8% |
| CTS tree | yes |
| Routed Antenna Nets | 0 |
| Cell Pwr Density | 886 mW/mm² |
| CP bufs+invs | 1 |
| Global Route Usage Sum | 3.31% |
| Setup WS pre-CTS | 105 ps |
| Synth flops | 9 |
| Post-Syn Area per Cell | 15.3 µm² |
| Count of cells resized by post-cts repair | 0 |
| Relative slew slack | 76.0% |
| Hold_buf cts | 0 |
| Largest net degree at the start of global routing | 10 |
| R2R Setup Slk | 730 ps |
| Core area | 0.00342 mm² |
| Average wire per standard cell | 11.2 µm |
| FF-to-FF Start | genblk1[8].dff.Q$_DFFE_PP0P_ |
| Max incr delay on CP | 470 ps |
| Share of layout cells above drive strength 1 | 29.5% |
| Ys cells | 29 |
| Via Count | 247 |
| Gr ovfl total | 0 |
| CP max FO | 2 |
| Yosys warns | 1 |
| Die height | 80 µm |
| Clock Latency Late Sink | 250 ps |
| Unique cell types | 5 |
| Initial antenna violation count | 0 |
| Num rows | 21 |
| Cell chain of the critical path | clkdlybuf4s50_1 |
| Worst path required time | 1200 ps |
| Peak supply drop | 201 µV |
| Ant diodes | 0 |
| Buffers added on ports | 20 |
| Top reg by flops | genblk1.dff.Q |
| CP startpoint kind | flop |
| Hold Fails Final Rpt | 0 |
| Final Cycle Share | 92.8% |
| Post-CTS setup buffer count | 0 |
| Root Buffer | clkbuf_4 |
| First-pass GRT wire length | 1590 µm |
| Htree depth | 1 |
| WL final | 1010 µm |
| Outcome | finished, final reports clean |
| # IOs | 21 |
| Tmin final | 1390 ps |
| Top flop regs | genblk1.dff.Q x9 |
| Vias in the first global route | 269 |
| Cells after Synth | 29 |
| Fin. max-slew vios | 0 |
| Syn Std Cell Area | 443 µm² |
| Top Layout Cells | 20 x clkdlybuf4s50_1, 9 x mux2_4, 9 x dfrtp_1 |
| Routed vias/inst | 2.74 |
| Final Setup Violations | 0 |
| # DRC | 0 |
| Leakage | 0.287 nW |
| Yosys Chip Area | 443 µm² |
| Max-cap violations | 0 |
| RSZ-0062 raised after global routing | no |
| Die area | 0.00640 mm² |
| Most used logic cell in the final layout | clkdlybuf4s50_1 |
| HP Class | input port to async pin |
| Top cell family by delay on the critical path | buffers and inverters |
| Setup Skew | 0 ps |
| Clock Path Buffers | 2 |
| 1st-iter DRT viols | 8 |
| Sum Neg Setup Slack | 0 ps |
| Die W | 80 µm |
| Total clock sinks | 9 |
| Number of logged tool warnings | 25 |
| Max Freq | 718 MHz |
| Reg clk slew, reported paths | 60 ps |
| TritonCTS Buffers | 3 |
| Syn-to-layout area delta | 50.8% |
| Initial core utilization | 13.0% |
| Worst reg2reg path endpoint | genblk1[8].dff.Q$_DFFE_PP0P_ |
| R2R depth | 1 |
| Critical path type | flop to primary output |
| Crit. End Element | primary output |
cells by family after synthesis:
group,after synthesis,share of synthesized area (%)
buf+inv,11,18.6
flops,9,50.8
mux,9,30.5
report_power, final:
group	internal, W	switching (W)	total, W
Sequential	0.000267	0.0000138	0.000281
Clock	0.000102	0.0000785	0.000181
Combinational	0.000104	0.0000259	0.000130
synthesized netlist by cell type:
library cell  instances  area share (%)
buf_6                 1             2.5
dfrtp_1               9              51
mux2_4                9              31
inv_1                 1            0.85
buf_4                 9              15
final cells by class:
class,count,area [µm²]
Tap cell,46,57.6
Fill cell,386,2750
Multi-Input combinational cell,9,135
Timing Repair Buffer,21,220
Sequential cell,9,225
Inverter,1,3.75
Clock buffer,4,26.3
per-stage QoR:
stage	instance area [µm²]	cells	total power (W)	util (%)	hold WS [ps]
after floorplan	443	29	0.000360	-	128
after global placement	642	86	0.000418	18.8	493
after detailed placement	642	86	0.000420	18.8	493
after CTS	668	90	0.000611	19.6	320
after global routing	668	90	0.000639	19.6	323
final	668	90	0.000592	19.6	311
worst max-delay path by stage:
stage | start | end | slack (ps) | cells after the start
CTS | genblk1[0].dff.Q$_DFFE_PP0P_ | Q[0] | 80 | 1
global route | genblk1[7].dff.Q$_DFFE_PP0P_ | Q[7] | 20 | 1
finish | genblk1[8].dff.Q$_DFFE_PP0P_ | Q[8] | 110 | 1
metal layers:
metal | wire length, µm | global-route usage, % | vias to the layer above
li1 | - | - | 117
met1 | 438 | 4.26 | 112
met2 | 457 | 4.65 | 18
met3 | 112 | 1.82 | 0
met4 | 0 | 0.880 | 0
met5 | 0 | 0 | -
No activity file was given, so power comes from the tool's default toggle rates.
