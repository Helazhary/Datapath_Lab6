==> ./design.v <==
`timescale 1ns / 1ps
module N_bit_RegFile#(parameter N=32)(input [4:0]r_addr1, r_addr2,w_addr, input [31:0]w_data,input w_en,clk, rst,
    output [31:0] r_data1, r_data2
);
    reg[N-1:0]x[31:0];
    assign r_data1 =x[r_addr1];
    assign r_data2 =x[r_addr2];
    integer i;
    always @ (posedge clk, posedge rst)
    begin
        if(rst == 1) begin
            for(i=0; i<32; i= i+1) begin
                x[i]=0;
            end
        end
        else begin
            if(w_en==1) begin
                x[w_addr] = w_data;
            end
        end
    end
endmodule
==> ./run.sh <==
#!/bin/bash
# OpenROAD 26Q1-2900-gdf79404cd8, Yosys 0.63+post, stock flow scripts
make -C /OpenROAD-flow-scripts/flow DESIGN_CONFIG=/design/flow/config.mk WORK_HOME=/design/flow/orfs finish
==> ./config.mk <==
export PLATFORM = sky130hd
export DESIGN_NAME = N_bit_RegFile
export DESIGN_NICKNAME = N_bit_RegFile
export VERILOG_FILES = /design/flow/design.v
export SDC_FILE = /design/flow/constraint.sdc
export NUM_CORES = 4
export LEC_CHECK = 1
export CORE_UTILIZATION = 50
==> ./constraint.sdc <==
current_design N_bit_RegFile

set clk_period 9.9
set clk_io_pct 0.2

create_clock -name clk0 -period $clk_period [get_ports {clk}]

set non_clock_inputs [all_inputs -no_clocks]
set_input_delay [expr $clk_period * $clk_io_pct] -clock clk0 $non_clock_inputs
set_output_delay [expr $clk_period * $clk_io_pct] -clock clk0 [all_outputs]
==> Slide: Implementation Results <==
Physical Implementation Snapshot

Floorplanning
  – Die ar.: 0.109 mm2
  – Starting Density: 50.4%
  – Die Wd: 330 um
  – Die Y: 330 um
  – Row cnt: 120
  – CORE AREA: 0.107 mm2
  – IO Pins: 114

GRT
  – Largest net degree at the start of global routing: 124
  – Number of global-route vias before repair: 47300
  – Initial antenna violation count: 21
  – GRT Resource Usage Total: 51.8%
  – First-pass GRT wire length: 372000 um
  – GRT overflow: 0

Place
  – Placed Instance Area: 0.0565 mm2
  – GP Congestion: 1.09
  – Place WS: 1980 ps
  – Dpl hpwl: 162000 um
  – PortBufs: 113

Clock tree
  – CTS tree: built
  – Postcts setup bufs: 0
  – CTS Buf Count: 112
  – Clk latency of the worst-skew pair: 710 ps
  – CTS sink cnt: 1024
  – Post_cts resized: 0
  – Hold_buf cts: 0
  – Clock buffer depth: 3
  – CTS root buf: clkbuf_16
  – Worst-path clk slew: 60 ps
  – H-tree Lvls: 3

Timing
  – Skew final: 0 ps
  – RSZ-0062 raised after global routing: false
  – Hold Vio Cnt, Final: 0
  – Highest clock rate: 121 MHz
  – Setup violators final: 0
  – Fin crit period: 8230 ps
  – Period Utilization, post-route: 83.2%
  – Worst Tran Pin Value: 1300 ps
  – Final hold slack: 525 ps
  – Slew headroom: 12.5%
  – Slew Limit Fails: 0
  – Final worst setup slack: 1670 ps

Finish
  – Final Instance Area: 0.0605 mm2
  – Fill cells: 8946
  – Final core area utilization: 56.6%
  – Max reg flops: 1024
  – Syn-to-layout area delta: 12.3%
  – Layout cell share with drive strength beyond 1: 31.9%

Synthesis
  – Most common cell in the synthesized netlist: mux2_2
  – Synth Cell Area: 0.0539 mm2
  – Yosys stat area: 0.0539 mm2
  – Yosys cell count: 4918
  – Cell area leaders: dfrtp_1, mux2_2, nand3_1, a22oi_1, nand4_1
  – Yosys top cell by area: dfrtp_1
  – YS warnings: 2
  – Register area share after synthesis: 47.5%
  – Mapped Cells: 4918
  – Synth unique cells: 70
  – Synth Flop Type: dfrtp_1
  – Async SR Flop Fraction: 100%
  – Commonest cells post-synth: mux2_2, dfrtp_1, nand3_1
  – Synth top area share: 47.5%
  – Syn_area_per_cell: 11.0 um2
  – Registers, synthesis: 1024
  – Post-synth EDFFs: 0

Route
  – DR iter-0 viols: 6175
  – Routed Antenna Nets: 0
  – Routed WL per cell: 42.3 um
  – Final WL: 269000 um
  – Drt first pass iters: 9
  – DR vias: 49000
  – Via density: 7.71
  – Remaining DRCs: 0

Job
  – Max cap viols: 0
  – Tool warnings: 52

Worst setup path
  – Crit path required time: 7920 ps
  – Arr. time, crit path: 6250 ps
  – CP endpoint kind: output pin
  – Path type of the worst setup path: input port to output pin
  – CP max FO: 44
  – CP Launch Type: input port

Outcome
  – Status: complete, no violations

Pwr
  – Static leakage: 26.1 nW
  – Power Dens Cells: 201 mW/mm2
  – IR drop worst, VDD: 177 uV

Min path
  – Hold WC Path Type: flip-flop to flip-flop
-- where the power goes --
| part | internal [mW] | total, mW | switching [mW] |
|---|---|---|---|
| Combinational | 0.911 | 1.79 | 0.884 |
| Clock | 2.70 | 4.55 | 1.84 |
| Sequential | 5.00 | 5.82 | 0.820 |
-- critical path, cell delays in order --
cell,delay [ps]
buf_2,470
and2_4,640
buf_4,690
and2_1,810
buf_4,410
a22oi_1,120
and4_1,200
a31oi_1,280
clkdlybuf4s50_1,530
-- through the flow --
step	power, mW	TNS, ps	cells
after global placement	7.54	0	6128
final	12.2	0	6355
after floorplan	6.70	-6342590	4918
after detailed placement	7.57	0	6128
after CTS	12.1	0	6334
after global routing	12.5	0	6341
-- cell families after synthesis --
| kind of cell | Yosys count | synth area share (%) |
|---|---|---|
| AND/OR/NAND/NOR | 1738 | 17.8 |
| multiplexers | 1043 | 21.8 |
| flip-flops | 1024 | 47.5 |
| AND-OR/OR-AND | 562 | 8.19 |
| buffers and inverters | 551 | 4.70 |
-- worst paths after layout --
kind / from / endpoint / slack [ps] / depth (start not counted)
max: r_addr2[3] / r_data2[1] / 1670 / 9
min reg2reg: x[6][26] / x[6][26] / 530 / 1
min in group asynchronous: rst / x[30][1] / 1740 / 3
min: x[6][26] / x[6][26] / 530 / 1
max reg2reg: x[27][20] / x[27][20] / 8950 / 1
max in group asynchronous: rst / x[19][11] / 6150 / 5
-- cell type report --
type                    instances  area (um2)  area share [%]
multi-input cells            3343       26200            43.2
flip-flops and latches       1024       25600            42.3
clock buffers                 154        3210            5.31
repair buffers                351        2980            4.92
well taps                    1403        1760            2.90
clock inverters                52         733            1.21
diodes                         21        52.6          0.0868
inverters                       7        30.0          0.0496
-- cells in the final DEF, fill, tap and decap left out, drive strengths merged, types with 7 or more instances in the layout --
| master | instances |
|---|---|
| mux2 | 1035 |
| dfrtp | 1024 |
| nand3 | 988 |
| a22oi | 318 |
| nand4 | 291 |
| buf | 248 |
| clkbuf | 154 |
| and3 | 126 |
| clkdlybuf4s50 | 103 |
| nor2 | 88 |
| o32a | 39 |
| nor3 | 38 |
| a2111oi | 37 |
| or4 | 35 |
| a22o | 32 |
| and4 | 29 |
| a31oi | 28 |
| nand2 | 28 |
| nor4 | 26 |
| and2 | 26 |
| clkinv | 24 |
| a21oi | 22 |
| diode | 21 |
| a222oi | 20 |
| o21ai | 18 |
| bufinv | 17 |
| a221oi | 12 |
| a32oi | 10 |
| inv | 10 |
| nand2b | 9 |
| nor2b | 9 |
| clkinvlp | 8 |
| and3b | 8 |
| nor3b | 8 |
| mux2i | 7 |
-- routing by layer --
layer  share of wire [%]  up-vias  track usage [%]
li1                    -    18700                -
met1                  34    24300             65.3
met2                  39     4444             66.0
met3                  17     1489             32.0
met4                 9.3       26             35.7
met5                0.18        -             2.57
Power figures rest on the tool's default switching activity, not on a simulated workload.
